==> run.sh <==
#!/bin/bash
# OpenROAD 26Q1-2900-gdf79404cd8, Yosys 0.63+post, stock flow scripts
make -C /OpenROAD-flow-scripts/flow DESIGN_CONFIG=/design/flow/config.mk WORK_HOME=/design/flow/orfs finish
==> config.mk <==
export PLATFORM = sky130hd
export DESIGN_NAME = seg_led_top
export DESIGN_NICKNAME = seg_led_top
export VERILOG_FILES = /design/flow/design.v
export SDC_FILE = /design/flow/constraint.sdc
export NUM_CORES = 4
export LEC_CHECK = 1
export CORE_UTILIZATION = 50
==> constraint.sdc <==
current_design seg_led_top

set clk_period 5.0
set clk_io_pct 0.2

create_clock -name clk0 -period $clk_period [get_ports {clk}]

set non_clock_inputs [all_inputs -no_clocks]
set_input_delay [expr $clk_period * $clk_io_pct] -clock clk0 $non_clock_inputs
set_output_delay [expr $clk_period * $clk_io_pct] -clock clk0 [all_outputs]
==> design.v <==
`timescale 1ns / 1ps
module led_segment(
    input clk,    
	input rst,
	output reg digit_select,   
	output reg  [6:0] seg_led
    );
	wire [7:0] value;
	wire [3:0] display;
	reg clk_divider = 1'b0;   
	integer cnt_select = 0;  
	integer counter = 0;  
    integer counter_display =0;   
    localparam select_timer_value = 999999;   
	localparam div_value = 62499999;    
assign value[7:4] = counter_display/10;     
assign value[3:0] = counter_display % 10;   
assign display = digit_select ? value[7:4] : value[3:0];
always @(posedge clk) begin
    if(cnt_select == select_timer_value)
      cnt_select <= 0;
	else 
	  cnt_select <= cnt_select + 1;
	end
always @(posedge clk) begin
    if(cnt_select == select_timer_value)
       digit_select <= ~digit_select;
	end	
always @(posedge clk) begin
    if(counter == div_value)
      counter <= 0;
	else 
	  counter <= counter + 1;
	end
always @(posedge clk) begin
    if(counter == div_value)
      clk_divider <= ~clk_divider;
	else 
	  clk_divider <= clk_divider;
	end
always @(posedge clk_divider or posedge rst) begin
    if (rst)
      counter_display <= 0;
    else if (counter_display == 99)
	  counter_display <= 0;
	else
      counter_display <= counter_display + 1;	
	end
always @(display or seg_led) begin
	case (display)
            4'h0:		seg_led <= 7'b0111111;
			4'h1:		seg_led <= 7'b0000110;
			4'h2:		seg_led <= 7'b1011011;
			4'h3:		seg_led <= 7'b1001111;
			4'h4:		seg_led <= 7'b1100110;
			4'h5:		seg_led <= 7'b1101101;
			4'h6:		seg_led <= 7'b1111101;
			4'h7:		seg_led <= 7'b0000111;
			4'h8:		seg_led <= 7'b1111111;
			4'h9:		seg_led <= 7'b1101111;
	default: seg_led <= 7'b1111110;
	endcase
 end
  endmodule
`timescale 1ns / 1ps
module seg_led_top(
    input  clk,
	input  rst,
	output digit_select,
	output [6:0]seg_led	
    );
led_segment seg(
   .clk          (clk),
   .rst          (rst),
   .digit_select (digit_select),
   .seg_led      (seg_led)
);	
  endmodule
==> deck_impl_summary.md <==
Run Summary

Status
  • Outcome: complete, no violations

Synthesis
  • Number of cells in Yosys stat: 1433
  • Seq share, synth: 20.0%
  • Synth Instances: 1433
  • Chip Area, Yosys: 10700 um2
  • Warnings, synthesis: 1
  • Number of enable flip-flop cells: 2
  • Post-Syn Area: 10700 um2
  • Async S/R FF share, synth: 32.7%
  • Synth flops: 98
  • Syn Area/Cell: 7.48 um2
  • Cell variety after synth: 115
  • Ys flop type: dfxtp_1

Power
  • Sw power: 205 uW
  • Combinational Power Share: 0.6%
  • Share of power burned in the clock network: 51.7%
  • Sequential power share: 47.7%
  • Internal: 904 uW
  • Net Sw Frac: 18.5%
  • Peak supply drop: 237 uV
  • Power Dens Cells: 98.4 nW/um2
  • Leak Pwr: 3.97 nW

Min path
  • Worst Hold Class: reg -> reg
  • Hold Crit Start: seg.cnt_select[4]

Routing
  • DRC violations left: 0
  • Starting DRC count in detailed routing: 685
  • Post-route ant nets: 0
  • Wire per inst: 16.1 um
  • Metal2 WL: 12300 um
  • Met3 wire length: 1070 um
  • Met1 WL: 13500 um
  • Via count: 10.6k
  • Avg Vias per Cell: 6.33
  • Final WL: 26900 um
  • Top Layer Used: met4
  • TritonRoute pass-1 iters: 5
  • Ant. Diodes: 0

Floorplan
  • Die Height: 148 um
  • Chip footprint: 22000 um2
  • Fp_density: 51.0%
  • Core area: 21000 um2
  • # IOs: 10
  • Width of the die: 148 um
  • Site row count: 53

Placed design
  • Gpl congestion: 0.916
  • Hpwl dp: 19300 um
  • Placed cell areas: 11000 um2
  • Port Buffer Count: 9

Final timing
  • Slew @ Worst Pin: 0.918 ns
  • Setup violators final: 0
  • Clock Skews: 0.00631 ns
  • Count of endpoints without a timing constraint: 32
  • Slew HR: 38.6%
  • Unrepaired setup endpoints after global routing: false
  • Final period util: 75.6%
  • Register pins left without a clock: 32
  • Slew Limit Fails: 0
  • FMAX: 265 MHz
  • Min cycle time layout: 3.78 ns
  • Final Hold Fails: 0
  • Total Negative Setup Slacks: 0 ns

Global routing
  • Gr ovfl total: 0
  • Vias in the first global route: 9309
  • Largest net degree at the start of global routing: 36
  • Initial antenna violation count: 0
  • First-pass GRT wire length: 45700 um
  • GRT Total Usage: 24.9%

Clock tree
  • Clock Tree Root: clkbuf_16
  • Worst skew pair latency: 0.32 ns
  • Post-CTS Setup Bufs: 0
  • H-Tree Depth: 3
  • CTS max path bufs: 2
  • CTS clk-pin slew, worst paths: 0.05 ns
  • CTS tree: done
  • Total CTS buffers: 9
  • Post-CTS sizing: 0
  • Hold buffer count at cts: 0

Worst setup path
  • Crit path DAT: 2.78 ns
  • Setup CP Type: reg -> out
  • Worst Path Required: 4.00 ns
  • CP Cell Sequence: inv_1 -> and4_1 -> nor3_1 -> mux2_1 -> mux2i_1 -> clkdlybuf4s50_1
  • R2R Path Start: seg.cnt_select[2]
  • Critical path's slowest cell: edfxtp_1
  • CP max stage delay: 0.62 ns
  • Crit path from: seg.digit_select
  • CP startpoint kind: flip-flop
  • Crit path buffers/inverters: 2
  • Top cell family by delay on the critical path: simple AND/OR/NAND/NOR gates
  • Worst setup EP type: primary output
  • Worst-path fanout max: 14

Job
  • Tool warning count: 31
  • Max Cap Violations: 0

Cells and area
  • Logic area: 8070 um2
  • Highest-count logic cell in the final layout: nor2_1
  • Design Area, Final: 11300 um2
  • Fill cells: 2025
  • Top cells excl fill/tap: nor2_1 (150), nand2_1 (134), nand3_1 (106), xnor2_1 (103), a21oi_1 (67)
  • Share of layout cells above drive strength 1: 7.74%
  • Final Core Density: 53.6%
  • Register area: 2140 um2
  • Area delta synth->final: 5.11%
[worst paths after layout]
| kind | to | slack, ns | cells after the start |
|---|---|---|---|
| max reg2reg | seg.cnt_select[27] | 2.80 | 8 |
| min | seg.cnt_select[4] | 0.45 | 1 |
| max | seg_led[0] | 1.22 | 6 |
| min reg2reg | seg.cnt_select[4] | 0.45 | 1 |
[power by group through the flow]
stage | combinational (mW) | sequential [mW] | clock, mW
after CTS | 0.00702 | 0.528 | 0.592
after global routing | 0.00791 | 0.528 | 0.616
final | 0.00651 | 0.529 | 0.573
[cells in the mapped netlist, types with 10 or more instances]
cell type,count,area share [%]
nor2_1,150,5.3
nand2_1,134,4.7
nand3_1,106,4.9
xnor2_1,103,8.4
a21oi_1,67,3.1
dfxtp_1,64,12
clkbuf_1,61,2.1
xor2_1,56,4.6
o21ai_0,46,2.1
nor3_1,38,1.8
dfrtp_1,32,7.5
nand4_1,32,1.9
buf_2,26,1.2
nor4_1,25,1.5
inv_1,22,0.77
a31oi_1,21,1.2
o211ai_1,21,1.5
o31ai_1,21,1.5
mux2i_1,20,1.9
and3_1,19,1.1
o22ai_1,19,1.1
and2_1,14,0.82
a211oi_1,13,0.91
o21ai_1,13,0.61
ha_1,12,1.4
o41ai_1,12,0.98
or3_1,12,0.70
a21o_1,11,0.77
o31a_1,10,0.82
[state kept, by name, summed over array words and instances (netlist names)]
name and cells:
seg.digit_select 1, seg.clk_divider 1, seg.counter_display 32, seg.cnt_select 32
seg.counter 32
[layer usage]
metal / track usage (%) / vias to the layer above
met4: 2.73 / 0
met2: 38.8 / 240
li1: - / 5375
met1: 39.1 / 4957
met5: 0 / -
met3: 2.22 / 12
[logic make-up (layout without fill, tap and decap cells)]
logic type | count (synthesis) | after routing | share of synthesized area, %
xor+xnor | 159 | 159 | 13.0
fa+ha+maj | 14 | 14 | 1.59
buf+inv | 118 | 81 | 4.75
simple gates | 590 | 590 | 27.4
flops | 98 | 98 | 20.0
mux | 27 | 27 | 2.71
compound gates | 427 | 427 | 30.6
[per-stage QoR]
stage / hold slack, ns / power (mW) / std cells / setup slack (ns)
finish: 0.453 / 1.11 / 1671 / 1.22
global route: 0.473 / 1.15 / 1671 / 1.01
CTS: 0.456 / 1.13 / 1671 / 1.22
detailed placement: 0.449 / 0.546 / 1655 / 1.57
global placement: 0.443 / 0.546 / 1655 / 1.61
floorplan: 0.426 / 0.543 / 1433 / 2.26
[layout make-up]
| class | count | area share (%) |
|---|---|---|
| Timing Repair Buffer | 42 | 3.00 |
| Multi-Input combinational cell | 1217 | 71.7 |
| Inverter | 23 | 0.766 |
| Clock inverter | 2 | 0.0888 |
| Clock buffer | 14 | 2.43 |
| Tap cell | 275 | 3.05 |
| Sequential cell | 98 | 19.0 |
Power and IR drop assume default switching activity.
